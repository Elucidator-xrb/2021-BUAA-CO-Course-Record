**./design.v**
```verilog
`timescale 1ns / 1ps
module M_DEXT(
    input [1:0] Addr,
    input [31:0] Data,
    input [2:0] DMOp,
    output [31:0] Dout
    );
	assign Dout = (DMOp == 3'b000) ? Data :
					  (DMOp == 3'b001) ? {{16{Data[15+16*Addr[1]]}},Data[15+16*Addr[1] -: 16]} :
					  (DMOp == 3'b010) ? {{24{Data[7+8*Addr[1:0]]}},Data[7+8*Addr[1:0] -: 8 ]} :
					  (DMOp == 3'b011)? {16'd0,Data[15+16*Addr[1] -: 16]} :
					  (DMOp == 3'b100)? {24'd0,Data[7+8*Addr[1:0] -: 8 ]} : -1;
endmodule
```
**./run.sh**
```bash
#!/bin/bash
# OpenROAD 26Q1-2900-gdf79404cd8, Yosys 0.63+post, stock flow scripts
make -C /OpenROAD-flow-scripts/flow DESIGN_CONFIG=/design/flow/config.mk WORK_HOME=/design/flow/orfs finish
```
**./config.mk**
```make
export PLATFORM = sky130hd
export DESIGN_NAME = M_DEXT
export DESIGN_NICKNAME = M_DEXT
export VERILOG_FILES = /design/flow/design.v
export SDC_FILE = /design/flow/constraint.sdc
export NUM_CORES = 4
export LEC_CHECK = 1
export CORE_AREA = 10 10 90 90
export DIE_AREA = 0 0 100 100
```
**./constraint.sdc**
```tcl
current_design M_DEXT

set clk_period 4.8
set clk_io_pct 0.2

create_clock -name clk0 -period $clk_period

set non_clock_inputs [all_inputs -no_clocks]
set_input_delay [expr $clk_period * $clk_io_pct] -clock clk0 $non_clock_inputs
set_output_delay [expr $clk_period * $clk_io_pct] -clock clk0 [all_outputs]
```
==> impl_metrics.ini <==
; synthesis and place-and-route metrics
[floorplan]
die_h_um = 100
rows = 29
die_w_um = 100
fp_util = 0.140
fp.dieArea_um2 = 10000
io_pins = 69
core_um2 = 6280

[finish]
syn_to_final_growth_pct = 84.9
flop_area_um2 = 0
fill_cells = 687
stdcell_count = 280
final_area_um2 = 1620
seq_cells = 0
drive_gt1_frac = 0.0837
nClkBuffers = 0

[sta]
hold_viol = 0
setup_tns_ns = 0
setup_viol = 0
period_used_share = 0.864
fmax_ghz = 0.241
slew_headroom = 0.644
min_period_ns = 4.15
slew_viol_final = 0
tightestPinTransition_ns = 0.531
rsz0062_at_grt = false

[flow_run]
cap_viol_max_count = 0
warnings = 32

[clock_network]
cts_setup_buffers = 0
hold_buffers = 0
postCtsResizedCells = 0

[placement]
port_buffers = 69
hpwl_um = 3860
place_inst = 280
dpl_cell_area_um2 = 1620
place.gp.congestion = 0.791

[hold_path]
hold_class = primary input to output port

[worst_setup_path]
crit_start = DMOp[0]
worstSetupStartpointType = primary input
crit_end = Dout[6]
required_ns = 3.84
critPathCaptureType = output port
crit_type = primary input to output port
cp.arrival_ns = 3.19
worst-path-max-fanout = 15

[power]
vdd_drop_max_uv = 36.5
leakagePower_uw = 0.000572
p_per_area_nw_per_um2 = 110

[routing]
vias_per_cell = 4.67
num_antenna_cells = 0
drcViolationCount = 0
drt_wl_total_um = 4650
top_layer = met3
ant_nets = 0
drt_first_pass_iters = 4
post_drt_wl_per_cell_um = 16.6
wl_met1_um = 1970
wl_met3_um = 310
met2_length_um = 2360
drt_iter0_markers = 75
via_count = 1307

[global_route]
grt_use_total = 0.0835
grt_max_degree = 28
overflow = 0
grt_pass1_vias = 1204
antenna_found_initial = 0
grt_first_pass_wirelength_um = 6820

[synth]
yosysSeqAreaShare = 0
avgSynthCellArea_um2 = 6.06
postSynthCellCount = 145
yosys_warnings = 0
syn-cell-area_um2 = 878
yosysChipArea_um2 = 878
ys_cells = 145
yosys.cell_types.count = 22

[status]
run_status = completed
through the flow:
step | util | total power, uW | hold slack (ns) | setup WS (ns)
6_report | 0.259 | 178 | 2.95 | 0.650
5_1_grt | 0.259 | 196 | 3.00 | 0.404
4_1_cts | 0.259 | 182 | 2.96 | 0.643
3_5_place_dp | 0.259 | 181 | 2.96 | 0.640
3_3_place_gp | 0.259 | 181 | 2.96 | 0.694
2_1_floorplan | - | 68.7 | 2.03 | 1.81
layout by cell type, fill, tap and decap left out, drive strengths merged:
cell	count
clkdlybuf4s50	69
a21oi	46
o21ai	39
mux2i	8
mux2	8
and3	7
nor4	7
buf	6
nor2	2
nand2	2
nor2b	1
mux4	1
nand2b	1
or2	1
o211ai	1
clkinv	1
o21bai	1
o2bb2ai	1
a21o	1
synthesized netlist by cell type, drive strengths merged:
cell,number,area share
a21o,1,0.0086
a21oi,46,0.26
and3,7,0.050
buf,6,0.051
clkbuf,11,0.047
clkinv,1,0.0043
mux2,8,0.10
mux2i,8,0.091
mux4,1,0.026
nand2,2,0.0086
nand2b,1,0.0071
nor2,2,0.0086
nor2b,1,0.0071
nor4,7,0.050
o211ai,1,0.024
o21ai,39,0.22
o21bai,1,0.013
o2bb2ai,1,0.010
or2,1,0.0071
layout make-up:
class | instances | area (um2) | area share
Tap cell | 77 | 96.3 | 0.0593
Inverter | 1 | 3.75 | 0.00231
Multi-Input combinational cell | 127 | 788 | 0.485
Timing Repair Buffer | 75 | 736 | 0.453
metal layers:
metal,track usage,vias to the layer above
li1,-,675
met1,0.107,588
met2,0.147,44
met3,0.0187,0
met4,0.00217,0
met5,0,-
report_power, final:
| part | total, uW | leakage (uW) | switching [uW] | internal [uW] |
|---|---|---|---|---|
| logic | 178 | 0.000572 | 70.5 | 108 |
| registers | 0 | 0 | 0 | 0 |
| clock network | 0 | 0 | 0 | 0 |
worst max-delay path: stages:
cell	delay [ns]
clkdlybuf4s50_1	0.74
nand2b_1	0.40
a21oi_1	0.29
o21ai_0	0.10
a21oi_1	0.19
clkdlybuf4s50_1	0.50
worst min-delay path by stage:
stage | end | cells past startpoint | start | slack (ns)
4_1_cts | Dout[26] | 4 | Data[26] | 2.96
5_1_grt | Dout[25] | 4 | Data[25] | 3.00
6_report | Dout[26] | 4 | Data[26] | 2.95
cell families after synthesis:
logic type	after synthesis	share of synthesized area
AOI/OAI and AO/OA	89	0.540
and+or+nand+nor	21	0.138
buffers and inverters	18	0.103
muxes	17	0.219
Power and IR drop assume default switching activity.
